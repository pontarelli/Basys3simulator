==> flow/design.v <==
`timescale 1ns / 1ps
module ball_rom(
    input [2:0] addr,    
    output reg [7:0] data    
    );
    always @*
        case(addr)
            3'b000 :    data = 8'b00100100;  
            3'b001 :    data = 8'b01100110;  
            3'b010 :    data = 8'b11100111;  
            3'b011 :    data = 8'b00000000;  
            3'b100 :    data = 8'b00000000;  
            3'b101 :    data = 8'b11100111;  
            3'b110 :    data = 8'b01100110;  
            3'b111 :    data = 8'b00100100;  
        endcase
endmodule
module ball_rom4(
    input [3:0] addr,    
    output reg [15:0] data    
    );
    always @*
        case(addr)
            4'b0000 :    data = 16'b00000111_11100000;  
            4'b0001 :    data = 16'b00001111_11110000;  
            4'b0010 :    data = 16'b00001111_11110000;  
            4'b0011 :    data = 16'b00011111_11111000;  
            4'b0100 :    data = 16'b00111111_11111100;  
            4'b0101 :    data = 16'b01111111_11111110;  
            4'b0110 :    data = 16'b11111111_11111111;  
            4'b0111 :    data = 16'b11111111_11111111;  
            4'b1000 :    data = 16'b11111111_11111111;  
            4'b1001 :    data = 16'b11111111_11111111;  
            4'b1010 :    data = 16'b11111111_11111111;  
            4'b1011 :    data = 16'b01111111_11111110;  
            4'b1100 :    data = 16'b00111111_11111100;  
            4'b1101 :    data = 16'b00011111_11111000;  
            4'b1110 :    data = 16'b00001111_11110000;  
            4'b1111 :    data = 16'b00000111_11100000;  
        endcase
endmodule
`timescale 1ns / 1ps
module pixel_gen(
    input clk,  
    input reset,    
    input up,
    input down,
    input video_on,
    input [9:0] x,
    input [9:0] y,
    output reg [11:0] rgb
    );
    parameter X_MAX = 639;
    parameter Y_MAX = 479;
    wire refresh_tick;
    assign refresh_tick = ((y == 481) && (x == 0)) ? 1 : 0;  
    parameter X_WALL_L = 32;    
    parameter X_WALL_R = 39;     
    parameter X_PAD_L = 600;
    parameter X_PAD_R = 603;     
    wire [9:0] y_pad_t, y_pad_b;
    parameter PAD_HEIGHT = 72;   
    reg [9:0] y_pad_reg, y_pad_next;
    parameter PAD_VELOCITY = 6;      
    parameter BALL_SIZE = 8;
    wire [9:0] x_ball_l, x_ball_r;
    wire [9:0] y_ball_t, y_ball_b;
    reg [9:0] y_ball_reg, x_ball_reg;
    wire [9:0] y_ball_next, x_ball_next;
    reg [9:0] x_delta_reg, x_delta_next;
    reg [9:0] y_delta_reg, y_delta_next;
    parameter BALL_VELOCITY_POS = 2;
    parameter BALL_VELOCITY_NEG = -2;
    wire [2:0] rom_addr, rom_col;    
    wire [7:0] rom_data;              
    wire rom_bit;                    
    always @(posedge clk or posedge reset)
        if(reset) begin
            y_pad_reg <= 300;
            x_ball_reg <= 0;
            y_ball_reg <= 0;
            x_delta_reg <= 10'h002;
            y_delta_reg <= 10'h002;
        end
        else begin
            y_pad_reg <= y_pad_next;
            x_ball_reg <= x_ball_next;
            y_ball_reg <= y_ball_next;
            x_delta_reg <= x_delta_next;
            y_delta_reg <= y_delta_next;
        end
    ball_rom rom(.addr(rom_addr), .data(rom_data));
    wire wall_on, pad_on, sq_ball_on, ball_on;
    wire [11:0] wall_rgb, pad_rgb, ball_rgb, bg_rgb;
    assign wall_on = ((X_WALL_L <= x) && (x <= X_WALL_R)) ? 1 : 0;
    assign wall_rgb = 12'hAAA;       
    assign pad_rgb = 12'h0F0;        
    assign ball_rgb = 12'hF00;       
    assign bg_rgb = 12'h111;        
    assign y_pad_t = y_pad_reg;                              
    assign y_pad_b = y_pad_t + PAD_HEIGHT - 1;               
    assign pad_on = (X_PAD_L <= x) && (x <= X_PAD_R) &&      
                    (y_pad_t <= y) && (y <= y_pad_b);
    always @* begin
        y_pad_next = y_pad_reg;      
        if(refresh_tick)
            if(up & (y_pad_t > PAD_VELOCITY))
                y_pad_next = y_pad_reg - PAD_VELOCITY;   
	        else if(down & (y_pad_b < (Y_MAX - PAD_VELOCITY)))
                y_pad_next = y_pad_reg + PAD_VELOCITY;   
    end
    assign x_ball_l = x_ball_reg;
    assign y_ball_t = y_ball_reg;
    assign x_ball_r = x_ball_l + BALL_SIZE - 1;
    assign y_ball_b = y_ball_t + BALL_SIZE - 1;
    assign sq_ball_on = (x_ball_l <= x) && (x <= x_ball_r) &&
                        (y_ball_t <= y) && (y <= y_ball_b);
    assign rom_addr = y[2:0] - y_ball_t[2:0];    
    assign rom_col = x[2:0] - x_ball_l[2:0];     
    assign rom_bit = rom_data[rom_col];          
    assign ball_on = sq_ball_on & rom_bit;       
    assign x_ball_next = (refresh_tick) ? x_ball_reg + x_delta_reg : x_ball_reg;
    assign y_ball_next = (refresh_tick) ? y_ball_reg + y_delta_reg : y_ball_reg;
    always @* begin
        x_delta_next = x_delta_reg;
        y_delta_next = y_delta_reg;
        if(y_ball_t < 1)                                             
            y_delta_next = BALL_VELOCITY_POS;                        
        else if(y_ball_b > Y_MAX)                                    
            y_delta_next = BALL_VELOCITY_NEG;                        
        else if(x_ball_l <= X_WALL_R)                                
            x_delta_next = BALL_VELOCITY_POS;                        
        else if((X_PAD_L <= x_ball_r) && (x_ball_r <= X_PAD_R) &&
                (y_pad_t <= y_ball_b) && (y_ball_t <= y_pad_b))      
            x_delta_next = BALL_VELOCITY_NEG;                        
    end                    
    always @*
        if(~video_on)
            rgb = 12'h000;       
        else
            if(wall_on)
                rgb = wall_rgb;      
            else if(pad_on)
                rgb = pad_rgb;       
            else if(ball_on)
                rgb = ball_rgb;      
            else
                rgb = bg_rgb;        
endmodule
==> flow/run.sh <==
#!/bin/bash
# OpenROAD 26Q1-2900-gdf79404cd8, Yosys 0.63+post, stock flow scripts
make -C /OpenROAD-flow-scripts/flow DESIGN_CONFIG=/design/flow/config.mk WORK_HOME=/design/flow/orfs finish
==> flow/config.mk <==
export PLATFORM = sky130hd
export DESIGN_NAME = pixel_gen
export DESIGN_NICKNAME = pixel_gen
export VERILOG_FILES = /design/flow/design.v
export SDC_FILE = /design/flow/constraint.sdc
export NUM_CORES = 4
export LEC_CHECK = 1
export CORE_UTILIZATION = 40
==> flow/constraint.sdc <==
current_design pixel_gen

set clk_period 6.5
set clk_io_pct 0.2

create_clock -name clk0 -period $clk_period [get_ports {clk}]

set non_clock_inputs [all_inputs -no_clocks]
set_input_delay [expr $clk_period * $clk_io_pct] -clock clk0 $non_clock_inputs
set_output_delay [expr $clk_period * $clk_io_pct] -clock clk0 [all_outputs]
==> highlights.md <==
## Worst setup path
* CP Buf/Inv Count: 3
* required arrival time at the worst endpoint: 5.20 ns
* gate family responsible for the most delay along the worst path: AND-OR/OR-AND gates
* ordered list of cells on the worst path: inv_1 -> ha_1 -> inv_1 -> nand4_1 -> xor2_1 -> ha_1 -> nand4_1 -> nor2_1 -> a2111oi_0 -> o221ai_1 -> a211oi_2 -> and2_1 -> clkdlybuf4s50_1
* crit path capture type: output port
* arrival time of the worst setup path: 4.23 ns
* largest fanout on the critical path: 10
* slowest stage cell on the critical path: sky130_fd_sc_hd__dfrtp_1
* type of element launching the critical path: register
* length in cells of the worst reg-to-reg path: 11
* Critical Path Max Stage Delay: 0.67 ns
* category of the most critical setup path: reg -> out
* critical path depth: 13

## Die
* Std-Cell Rows: 38
* total die size: 11700 um^2
* num ports: 37
* vertical die dimension: 108 um
* CORE AREA: 10900 um^2
* initial core utilization: 0.413
* floorplan die width: 108 um

## Final timing
* count of endpoints failing hold in the final timing report: 0
* final-layout setup total negative slack: 0 ns
* RSZ-0062 raised after global routing: no
* actual slew at the worst max-slew pin: 0.768 ns
* setup violators final: 0
* Worst Setup Slack, final: 0.967 ns
* Period Utilization, post-route: 0.851
* Post-Route Skew: 0.00654 ns
* maximum clock frequency: 181 MHz
* fin crit period: 5.53 ns
* Final Hold Slack: 0.572 ns
* Slew Limit Fails: 0
* max_slew headroom: 0.488

## Detailed routing
* number of antenna-violating nets in the routed design: 0
* number of vias after detailed routing: 3921
* per-cell routed wire length: 15.8 um
* via count normalized by instance count: 5.49
* WL final: 11.3 mm
* diode count: 0
* number of iterations in the first detailed-routing pass: 4
* drt initial violations: 214
* count of unresolved DRC violations after routing: 0

## Pwr
* net switching power: 0.114 mW
* combinational cell fraction of total power: 0.175
* proportion of power drawn by flip-flops and latches: 0.395
* switching share of power: 0.249
* power density cells: 90.5 nW/um^2
* Pwr Total: 0.457 mW
* clock network fraction of total power: 0.430
* internal power: 0.343 mW
* largest voltage drop on the vdd net: 76.4 uV
* Lkg Pwr: 2.36 nW

## Yosys
* Mapped Cells: 550
* Most used DFF post-synth: sky130_fd_sc_hd__dfrtp_1
* YS chip area: 4500 um^2
* Flops after synth: 29
* post-synthesis cell count from yosys: 550
* fraction of registers with async set/reset: 1.00
* sequential share of the synthesized area: 0.162
* distinct cell type count of the synthesized netlist: 68
* number of enable-type register cells in the synthesized netlist: 0
* post-synthesis cell area: 4500 um^2
* yosys warns: 2
* Synth Area per Inst: 8.18 um^2

## Finish
* fraction of layout instances using a drive strength above 1: 0.0401
* non-filler cells in the finished layout: 714
* Area growth, synth to finish: 12.3%
* number of filler cells placed in the layout: 1059
* summed area of non-filler cells in the final layout: 5050 um^2
* post-layout util: 0.464

## Clocking
* clock tree from TritonCTS: done
* post-CTS repair timing setup buffer count: 0
* insertion delay to the later sink of the worst-skew pair: 0.28 ns
* count of hold-fix buffers inserted at cts: 0
* CTS Sinks: 29
* CTS buffer count: 5
* H-tree depth: 2
* buffer levels on the longest clock path: 2
* root buf cell: sky130_fd_sc_hd__clkbuf_8
* clock-pin slew on the worst setup and hold paths: 0.07 ns
* Post-CTS Resized: 0

## Placed design
* dpl hpwl: 9.04 mm
* total instance count after detailed placement: 706
* number of I/O port buffers: 35
* area post-placement: 4930 um^2
* worst setup slack before clock tree synthesis: 0.987 ns
* routability congestion estimate: 0.864

## Hold path
* hold path cells: 1
* worst hold path class: reg -> reg

## Global routing
* via count of the first global-routing pass: 3675
* pin count of the biggest net entering global routing: 43
* antenna violations before repair: 0
* GRT Resource Usage Total: 0.206
* first-pass GRT wire length: 18.6 mm
* total overflow reported by the global router: 0

## Job
* warning total across the stage logs: 35
* total of max-cap violations: 0

## Run status
* outcome: complete, no violations

## power by group through the flow
stage                 clock [mW]  sequential, mW  combinational (mW)
after CTS                  0.201           0.181              0.0806
after global routing       0.210           0.180              0.0911
final                      0.197           0.181              0.0801
## kinds of logic (layout without fill, tap and decap cells)
| kind of cell | Yosys count | after routing | share of synthesized area |
|---|---|---|---|
| AND-OR/OR-AND | 130 | 130 | 0.196 |
| XOR/XNOR | 50 | 50 | 0.104 |
| adder cells (fa/ha/maj) | 95 | 95 | 0.270 |
| buffers and inverters | 68 | 92 | 0.0612 |
| flip-flops | 29 | 29 | 0.162 |
| multiplexers | 6 | 6 | 0.0136 |
| other | 1 | 1 | 0.000834 |
| AND/OR/NAND/NOR | 171 | 171 | 0.191 |
## final timing paths
kind	startpoint	endpoint	slack [ns]
min reg2reg	x_ball_reg[9]	x_ball_reg[9]	0.57
max in group asynchronous	reset	y_pad_reg[2]	4.79
min	x_ball_reg[9]	x_ball_reg[9]	0.57
max	y_ball_reg[1]	rgb[10]	0.97
max reg2reg	y_pad_reg[1]	x_delta_reg[8]	2.94
min in group asynchronous	reset	x_ball_reg[7]	1.38
## layout make-up
cell class / count / area (um^2) / area share
inverters: 48 / 180 / 0.0357
clock inverters: 1 / 30.0 / 0.00595
well taps: 140 / 175 / 0.0347
flip-flops and latches: 29 / 731 / 0.145
repair buffers: 36 / 358 / 0.0708
clock buffers: 7 / 86.3 / 0.0171
multi-input cells: 453 / 3490 / 0.691
## synthesized netlist by cell type (6+ instances only)
library cell / number / area share
sky130_fd_sc_hd__a211oi_1: 6 / 0.010
sky130_fd_sc_hd__a21o_1: 9 / 0.015
sky130_fd_sc_hd__a21oi_1: 32 / 0.036
sky130_fd_sc_hd__clkbuf_1: 14 / 0.012
sky130_fd_sc_hd__dfrtp_1: 25 / 0.14
sky130_fd_sc_hd__ha_1: 90 / 0.25
sky130_fd_sc_hd__inv_1: 48 / 0.040
sky130_fd_sc_hd__nand2_1: 42 / 0.035
sky130_fd_sc_hd__nand3_1: 10 / 0.011
sky130_fd_sc_hd__nand4_1: 16 / 0.022
sky130_fd_sc_hd__nor2_1: 51 / 0.043
sky130_fd_sc_hd__nor2b_1: 6 / 0.0083
sky130_fd_sc_hd__nor3_1: 8 / 0.0089
sky130_fd_sc_hd__nor4_1: 9 / 0.013
sky130_fd_sc_hd__o21ai_0: 34 / 0.038
sky130_fd_sc_hd__xnor2_1: 20 / 0.039
sky130_fd_sc_hd__xor2_1: 28 / 0.055
## cells in the final DEF, fill, tap and decap left out, types with 5 or more instances in the layout
cell type and n:
sky130_fd_sc_hd__o21ai_0 34, sky130_fd_sc_hd__a21o_1 9, sky130_fd_sc_hd__dfrtp_1 25, sky130_fd_sc_hd__mux2i_1 5, sky130_fd_sc_hd__nand4_1 16, sky130_fd_sc_hd__a211oi_1 6, sky130_fd_sc_hd__xnor2_1 20, sky130_fd_sc_hd__nor4_1 9
sky130_fd_sc_hd__nor3_1 8, sky130_fd_sc_hd__nor2_1 51, sky130_fd_sc_hd__clkbuf_8 6, sky130_fd_sc_hd__nor2b_1 6, sky130_fd_sc_hd__o21bai_1 5, sky130_fd_sc_hd__inv_1 48, sky130_fd_sc_hd__clkdlybuf4s50_1 35, sky130_fd_sc_hd__nand3_1 10
sky130_fd_sc_hd__xor2_1 28, sky130_fd_sc_hd__a21oi_1 32, sky130_fd_sc_hd__o21a_1 5, sky130_fd_sc_hd__ha_1 90, sky130_fd_sc_hd__nand2_1 42
## metal layers
| metal | global-route usage | up-vias | part of all wire |
|---|---|---|---|
| li1 | - | 2042 | - |
| met3 | 0.0282 | 14 | 0.050 |
| met2 | 0.311 | 84 | 0.43 |
| met5 | 0 | - | 0 |
| met1 | 0.323 | 1781 | 0.50 |
| met4 | 0.0254 | 0 | 0.014 |
Power figures rest on the tool's default switching activity, not on a simulated workload.
