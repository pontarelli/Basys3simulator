### design.v
`timescale 1ns / 1ps
module seven_segment_sw(
    input logic  [3:0] sw,
    output logic [3:0] an,            
    output logic cg,cf,ce,cd,cc,cb,ca   
    );
    always_comb 
    begin
        an = 4'b1110;
	case (sw)
            4'b0: {cg,cf,ce,cd,cc,cb,ca} = 7'h40; 
            4'h1: {cg,cf,ce,cd,cc,cb,ca} = 7'h79;
            4'h2: {cg,cf,ce,cd,cc,cb,ca} = 7'h24;
            4'h3: {cg,cf,ce,cd,cc,cb,ca} = 7'h30;
            4'h4: {cg,cf,ce,cd,cc,cb,ca} = 7'h19;
            4'h5: {cg,cf,ce,cd,cc,cb,ca} = 7'h12;
            4'h6: {cg,cf,ce,cd,cc,cb,ca} = 7'h02;
            4'h7: {cg,cf,ce,cd,cc,cb,ca} = 7'h78;
            4'h8: {cg,cf,ce,cd,cc,cb,ca} = 7'h00;
            4'h9: {cg,cf,ce,cd,cc,cb,ca} = 7'h10;
            4'hA: {cg,cf,ce,cd,cc,cb,ca} = 7'h08;
            4'hB: {cg,cf,ce,cd,cc,cb,ca} = 7'h03;
            4'hC: {cg,cf,ce,cd,cc,cb,ca} = 7'h46;
            4'hD: {cg,cf,ce,cd,cc,cb,ca} = 7'h21;
            4'hE: {cg,cf,ce,cd,cc,cb,ca} = 7'h06;
            4'hF: {cg,cf,ce,cd,cc,cb,ca} = 7'h0E;
        endcase
    end
endmodule
`timescale 1ns / 1ps
module top(
    input logic clk,               
    input logic reset,             
    input logic KEYSIG_DATA,       
    input logic KEYSIG_CLK,        
    input logic [15:0] sw,               
    input logic up,down,left,right,        
    output logic [15:0] LED, 
    output logic[3:0] an,            
    output logic [7:0] seg,   
    output logic h_sync,            
    output logic v_sync,            
    output logic [3:0] R_VAL,        
    output logic [3:0] G_VAL,        
    output logic [3:0] B_VAL        
    );
    logic [63:0] counter,counter2;
    logic [3:0] cifra;
    logic [1:0] sel;
    always_ff @(posedge clk) begin
        if (reset==1) counter=0;
        else counter = counter +1;
    end
    assign sel= counter[20:19];
    assign {cifra,an}= (sel==2'b00) ? {counter2[3:0], 4'b0111 }:
                       (sel==2'b01) ? {counter2[7:4], 4'b1011}:
                       (sel==2'b10) ? {4'b0, 4'b1101}:
                                      {4'b0, 4'b1110};
    fsm fsm_inst(clk,reset,up,down,counter2[7:0]);
    seven_segment_sw ss(.sw(cifra), .an(), .ca(seg[0]), .cb(seg[1]), .cc(seg[2]), .cd(seg[3]), .ce(seg[4]), .cf(seg[5]), .cg(seg[6]));
endmodule
`timescale 1ns / 1ps
module fsm (
    input logic clk,
    input logic reset,
    input logic up,
    input logic down,
    output logic [7:0] count
);
logic pressed;
always_ff @( posedge clk ) begin 
    if (reset == 1'b1) begin
        count <= 8'b0;
        pressed <= 1'b0;
    end else begin
        if (up && !pressed) begin
            count <= count + 1'b1;
            pressed <= 1'b1;
        end else if (down && !pressed) begin
            count <= count - 1'b1;
        end else if (!down && !up) begin
            pressed <= 1'b0;
        end
    end
end
endmodule
### run.sh
#!/bin/bash
# OpenROAD 26Q1-2900-gdf79404cd8, Yosys 0.63+post, stock flow scripts
make -C /OpenROAD-flow-scripts/flow DESIGN_CONFIG=/design/flow/config.mk WORK_HOME=/design/flow/orfs finish
### config.mk
export PLATFORM = sky130hd
export DESIGN_NAME = top
export DESIGN_NICKNAME = top
export VERILOG_FILES = /design/flow/design.v
export SDC_FILE = /design/flow/constraint.sdc
export NUM_CORES = 4
export LEC_CHECK = 1
export CORE_UTILIZATION = 30
### constraint.sdc
current_design top

set clk_period 3.9
set clk_io_pct 0.2

create_clock -name clk0 -period $clk_period [get_ports {clk}]

set non_clock_inputs [all_inputs -no_clocks]
set_input_delay [expr $clk_period * $clk_io_pct] -clock clk0 $non_clock_inputs
set_output_delay [expr $clk_period * $clk_io_pct] -clock clk0 [all_outputs]
==> impl_metrics.xml <==
<?xml version="1.0" encoding="UTF-8"?>
<metrics>
  <group name="status">
    <metric name="outcome" unit="">complete, no violations</metric>
  </group>
  <group name="final_timing">
    <metric name="max-slew-margin-rel" unit="%">62.6</metric>
    <metric name="setup_viol" unit="">0</metric>
    <metric name="finalHoldViolCount" unit="">0</metric>
    <metric name="setup-tns-final" unit="ns">0</metric>
    <metric name="rsz0062_at_grt" unit="">false</metric>
    <metric name="worst_slew_pin_slew" unit="ns">0.559</metric>
    <metric name="maxClockFrequency" unit="GHz">0.283</metric>
    <metric name="finClkSkew" unit="ns">0.00428</metric>
    <metric name="final.min_clock_period" unit="ns">3.54</metric>
    <metric name="crit_share_post_route" unit="%">90.7</metric>
    <metric name="final_max_slew_viol_count" unit="">0</metric>
  </group>
  <group name="clock_tree">
    <metric name="holdBufCountCts" unit="">0</metric>
    <metric name="clkSlewWorstSetupHoldPaths" unit="ns">0.07</metric>
    <metric name="clock_tree.htree_level_count" unit="">2</metric>
    <metric name="post_cts.repair.setup_buffers" unit="">0</metric>
    <metric name="cts.root.buffer_cell" unit="">clkbuf_8</metric>
    <metric name="cts_tree" unit="">built</metric>
    <metric name="clock-sinks" unit="">30</metric>
    <metric name="clock_latency" unit="ns">0.28</metric>
    <metric name="cts_max_path_buffers" unit="">2</metric>
    <metric name="cts_resized" unit="">0</metric>
    <metric name="numCtsBuffers" unit="">5</metric>
  </group>
  <group name="yosys">
    <metric name="topCombFamilyByArea" unit="">simple AND/OR/NAND/NOR gates</metric>
    <metric name="synth_flops" unit="">30</metric>
    <metric name="yosys_warnings" unit="">34</metric>
    <metric name="syn-instance-count" unit="">248</metric>
    <metric name="yosysChipArea" unit="um2">2090</metric>
    <metric name="ys_types" unit="">40</metric>
    <metric name="postSynthSeqShare" unit="%">28.8</metric>
    <metric name="area_fraction_in_and_or_nand_and_nor_cells" unit="%">21.9</metric>
    <metric name="postSynthAreaPerCell" unit="um2">8.42</metric>
    <metric name="synth.cellmix.compoundShare" unit="%">6.29</metric>
    <metric name="netlist_area_pre_place" unit="um2">2090</metric>
    <metric name="synth_async_sr_flop_share" unit="%">0</metric>
    <metric name="synth-edff-count" unit="">0</metric>
    <metric name="mux_share" unit="%">7.07</metric>
    <metric name="synth_adder_area_share" unit="%">8.75</metric>
    <metric name="synth-xor-area-share" unit="%">10.1</metric>
    <metric name="synth-main-ff-cell" unit="">dfxtp_1</metric>
    <metric name="synth.yosys.num_cells" unit="">248</metric>
  </group>
  <group name="grt">
    <metric name="grtUsageTotal" unit="%">9.50</metric>
    <metric name="antenna_found_initial" unit="">0</metric>
    <metric name="first_global_vias" unit="">1281</metric>
    <metric name="grt_max_degree" unit="">20</metric>
    <metric name="grt.overflow.total" unit="">0</metric>
    <metric name="grt_pass1_wl" unit="um">5690</metric>
  </group>
  <group name="setup_path">
    <metric name="wp_data_required" unit="ns">3.12</metric>
    <metric name="timing.critical_path.fanout_max" unit="">10</metric>
    <metric name="critical_path_class" unit="">flop to output pin</metric>
    <metric name="end_kind" unit="">output pin</metric>
    <metric name="cp_data_arrival_time" unit="ns">2.76</metric>
    <metric name="cp-start-kind" unit="">flop</metric>
    <metric name="worst_r2r_startpoint" unit="">fsm_inst.pressed$_SDFFE_PP0P_</metric>
    <metric name="setup.worst_path.start" unit="">counter[19]$_SDFF_PP0_</metric>
  </group>
  <group name="die">
    <metric name="core_rows" unit="">30</metric>
    <metric name="design.core.area" unit="um2">6760</metric>
    <metric name="fp_util" unit="%">30.9</metric>
    <metric name="die-width" unit="um">85.4</metric>
    <metric name="chip_area" unit="um2">7290</metric>
    <metric name="io_pins" unit="">66</metric>
    <metric name="fp.dieH" unit="um">85.4</metric>
  </group>
  <group name="final_layout">
    <metric name="drive_above_1_share" unit="%">6.27</metric>
    <metric name="syn2layout_area_growth" unit="%">6.18</metric>
    <metric name="fillerInstances" unit="">709</metric>
  </group>
  <group name="route">
    <metric name="dr.first_iter.drc_count" unit="">74</metric>
    <metric name="drt.antenna.violating_nets" unit="">0</metric>
    <metric name="num_vias" unit="">1450</metric>
    <metric name="antennaDiodeCount" unit="">0</metric>
    <metric name="routed_wire_length_per_instance" unit="um">9.46</metric>
    <metric name="detail_route.vias_per_cell" unit="">4.33</metric>
    <metric name="detailedRoute.firstPassIterationCount" unit="">5</metric>
    <metric name="wl" unit="um">3170</metric>
    <metric name="remaining_drc_errors" unit="">0</metric>
  </group>
  <group name="power_and_ir_drop">
    <metric name="net-switching-power" unit="uW">292</metric>
    <metric name="peakVddDrop" unit="mV">0.132</metric>
    <metric name="p_total" unit="uW">928</metric>
    <metric name="clockPowerShare" unit="%">28.5</metric>
    <metric name="pwr-share-seq" unit="%">38.5</metric>
    <metric name="power_per_cell_area" unit="nW/um2">419</metric>
    <metric name="pwr-share-comb" unit="%">33.1</metric>
    <metric name="proportion_of_total_power_due_to_net_switching" unit="%">31.5</metric>
    <metric name="p_int" unit="uW">636</metric>
    <metric name="total_leakage_power" unit="uW">0.000954</metric>
  </group>
  <group name="placement">
    <metric name="port-buffer-count" unit="">14</metric>
    <metric name="routabilityCongestion" unit="">0.845</metric>
    <metric name="detailedPlacementHpwl" unit="um">2280</metric>
  </group>
  <group name="worst_hold_path">
    <metric name="hold_path.startpoint" unit="">counter[0]$_SDFF_PP0_</metric>
    <metric name="min-delay-path-class" unit="">flop to flop</metric>
  </group>
  <group name="job">
    <metric name="openroad_warnings" unit="">50</metric>
    <metric name="maxCapViolCount" unit="">0</metric>
  </group>
</metrics>
-- registers in the layout (all words and copies together) (netlist names) --
name / flops
fsm_inst.count: 8
counter: 21
fsm_inst.pressed: 1
-- final cells by class --
class                      instances  area [um2]  share of cell area (%)
clock inverter                     2        12.5                   0.565
tap                               80         100                    4.52
inverter                           5        18.8                   0.847
multi-input combinational        196        1250                    56.2
sequential                        30         601                    27.1
timing repair buffer              16         155                    7.00
clock buffer                       6        82.6                    3.73
-- logic make-up after synthesis --
| group | Yosys count |
|---|---|
| and+or+nand+nor | 92 |
| buffers and inverters | 52 |
| DFF | 30 |
| xor gates and xnor gates | 24 |
| AOI/OAI and AO/OA | 22 |
| adders and majority gates | 14 |
| muxes | 13 |
| other | 1 |
-- routing by layer --
layer / track usage [%] / part of all wire (%) / routed length, um / up-vias
li1: - / - / - / 773
met1: 13.7 / 51 / 1630 / 639
met2: 15.1 / 42 / 1340 / 32
met3: 2.47 / 4.8 / 153 / 6
met4: 1.06 / 1.5 / 46 / 0
met5: 0 / 0 / 0 / -
-- cells in the mapped netlist, drive strengths merged (2+ instances only) --
| library cell | number | area, um2 |
|---|---|---|
| a21oi | 9 | 45.0 |
| a31oi | 2 | 12.5 |
| and3 | 4 | 25.0 |
| and4 | 2 | 18.8 |
| buf | 43 | 319 |
| clkbuf | 4 | 15.0 |
| dfxtp | 30 | 601 |
| ha | 13 | 163 |
| inv | 5 | 18.8 |
| mux2i | 11 | 110 |
| nand2 | 13 | 48.8 |
| nand2b | 5 | 31.3 |
| nand3 | 16 | 80.1 |
| nand4 | 3 | 25.0 |
| nor2 | 38 | 145 |
| nor2b | 2 | 12.5 |
| nor3 | 3 | 15.0 |
| o21ai | 3 | 15.0 |
| o22ai | 3 | 18.8 |
| or2 | 3 | 18.8 |
| xnor2 | 6 | 52.6 |
| xor2 | 18 | 158 |
-- critical path: stages, from the launching register on --
cell,delay (ns)
dfxtp_1,0.59
mux2i_1,0.13
nor2_1,0.35
inv_1,0.16
ha_1,0.33
inv_1,0.04
mux4_1,0.47
clkdlybuf4s50_1,0.41
-- worst paths after layout --
path	to	slack (ns)	cells after the start
setup / recovery	seg[3]	0.36	7
setup reg to reg	fsm_inst.count[7]$_SDFFE_PP0P_	1.74	7
hold reg to reg	counter[0]$_SDFF_PP0_	0.48	1
hold / removal	counter[0]$_SDFF_PP0_	0.48	1
-- cells in the final DEF, fill, tap and decap left out, types with 4 or more instances in the layout --
cell,netlist,final
a21oi_1,9,9
and3_1,4,4
clkbuf_8,0,6
clkdlybuf4s50_1,0,14
conb_1,1,31
dfxtp_1,30,30
ha_1,13,13
inv_1,5,5
mux2i_1,11,11
nand2_1,13,13
nand2b_1,5,5
nand3_1,16,16
nor2_1,37,37
xnor2_1,6,6
xor2_1,18,18
-- power groups by stage --
| stage | Combinational, uW | Sequential, uW | Clock, uW |
|---|---|---|---|
| final | 307 | 357 | 264 |
| after global routing | 357 | 362 | 288 |
| after CTS | 309 | 358 | 272 |
-- per-stage QoR --
stage / util, % / cell area [um2] / cells / setup WS, ns / hold WS (ns)
detailed placement: 31.4 / 2120 / 327 / 0.676 / 0.463
global placement: 31.4 / 2120 / 327 / 0.690 / 0.458
floorplan: - / 2200 / 278 / 1.32 / 0.438
CTS: 32.8 / 2220 / 335 / 0.358 / 0.480
global route: 32.8 / 2220 / 335 / 0.201 / 0.529
finish: 32.8 / 2220 / 335 / 0.362 / 0.478
Power and IR drop assume default switching activity.
